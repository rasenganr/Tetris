`design.v`:
```
module mySquare(ADDR, clk, x, y, move, isInSquare);
  input [9:0] x;
  input [8:0] y;
  input [3:0] move;
  input [18:0] ADDR;
  input clk;
  output reg isInSquare;
  reg [9:0] x_square;
  reg [8:0] y_square;
  reg clk_move;
  integer i;
  initial begin
    x_square <= 10'b0101000000;
	 y_square <= 9'b011110000;
	 i = 0;
	 clk_move <= 0;
  end
  always @(posedge clk) begin
    if (i < 100000) i = i + 1;
	 else begin
	   i = 0;
		clk_move = ~clk_move;
	 end
  end
  always @(posedge clk_move) begin
    if (move[0] == 0 && x_square > 10'b0000011001)
		x_square <= x_square - 1;
	 if (move[1] == 0 && x_square < 10'b1010000000 - 10'b0000011001)
		x_square <= x_square + 1;
	 if (move[2] == 0 && y_square > 9'b000011001)
		y_square <= y_square - 1;
	 if (move[3] == 0 && y_square < 9'b111100000 - 9'b000011001)
		y_square <= y_square + 1;
  end
  always @(ADDR) begin
    if ((x > x_square - 10'b0000011001) && (x < x_square + 10'b0000011001) && (y > y_square - 9'b000011001) && (y < y_square + 9'b000011001))
	   isInSquare <= 1'b1;
	 else
	   isInSquare <= 1'b0;
  end
endmodule
```
`run.sh`:
```
#!/bin/bash
# OpenROAD 26Q1-2900-gdf79404cd8, Yosys 0.63+post, stock flow scripts
make -C /OpenROAD-flow-scripts/flow DESIGN_CONFIG=/design/flow/config.mk WORK_HOME=/design/flow/orfs finish
```
`config.mk`:
```
export PLATFORM = sky130hd
export DESIGN_NAME = mySquare
export DESIGN_NICKNAME = mySquare
export VERILOG_FILES = /design/flow/design.v
export SDC_FILE = /design/flow/constraint.sdc
export NUM_CORES = 4
export LEC_CHECK = 1
export CORE_UTILIZATION = 50
```
`constraint.sdc`:
```
current_design mySquare

set clk_period 6.3
set clk_io_pct 0.2

create_clock -name clk0 -period $clk_period [get_ports {clk}]

set non_clock_inputs [all_inputs -no_clocks]
set_input_delay [expr $clk_period * $clk_io_pct] -clock clk0 $non_clock_inputs
set_output_delay [expr $clk_period * $clk_io_pct] -clock clk0 [all_outputs]
```
==> results.json <==
{
  "status": "finished, final reports clean",
  "vdd_drop_max_uv": 162,
  "dp_cells": 582,
  "synth_cells": 469,
  "gp_congestion": 0.822,
  "p_leak_nw": 1.91,
  "fin_crit_sh_pct": 78.5,
  "logic_area_mm2": 0.00286,
  "dp_slack_ns": 1.32,
  "dieWidth_um": 94.4,
  "crit_type": "in -> out",
  "drt_iter0_drc": 84,
  "fin_ws_ns": 1.35,
  "cts_root_buf": "clkbuf_8",
  "untimed_endpoints": 38,
  "edf_count": 20,
  "clock.fmax_mhz": 202,
  "tritoncts": "built",
  "dieHeight_um": 94.4,
  "nFillCells": 762,
  "critPathCaptureType": "output port",
  "antenna_found_initial": 0,
  "grt_use_total_pct": 18.0,
  "io_pins": 44,
  "clk_pin_slew_ns": 0.06,
  "drv_slew": 0,
  "cts-resized-gates": 0,
  "finalCriticalPeriod_ns": 4.95,
  "critPathArrivalTime_ns": 3.69,
  "relSlewSlack_pct": 49.7,
  "port_buffers": 24,
  "cts_setup_buffers": 0,
  "syn_avg_cell_area_um2": 9.11,
  "routed_wl_um": 7490,
  "rsz0062_at_grt": "no",
  "async_flop_share_pct": 0,
  "seq_area_mm2": 0.00124,
  "die_area_mm2": 0.00892,
  "ys.flops": 52,
  "final.setup.tns_ns": 0,
  "dr.pass1.iters": 4,
  "synth_seq_share_pct": 29.1,
  "initCoreUtil_pct": 51.7,
  "wl_per_cell_um": 12.7,
  "ant_nets": 0,
  "cp_data_required_time_ns": 5.04,
  "insertion_delay_ns": 0.28,
  "power_density_mw_per_mm2": 93.5,
  "grt_max_degree": 34,
  "num_rows": 33,
  "yosys_warnings": 1,
  "synth-main-ff-cell": "dfxtp_1",
  "vias_per_cell": 5.54,
  "hold_viol_final": 0,
  "grt-ovfl-total": 0,
  "finalSetupViolCount": 0,
  "antennaDiodeCount": 0,
  "drc": 0,
  "openroad.warnings": 48,
  "holdBufCountCts": 0,
  "cts_buffer_depth": 2,
  "drive_above_1_share_pct": 4.75,
  "yosys-stat-cells": 469,
  "grt_pass1_wl_um": 12800,
  "numCtsBuffers": 5,
  "unclocked_pins": 19,
  "crit_fanout": 3,
  "ys_area_mm2": 0.00427,
  "core-area_mm2": 0.00826,
  "instances_no_fill": 589,
  "hold_class": "reg -> reg",
  "syn2layout_area_growth_pct": 9.17,
  "final.setup_skew_ns": 0.00428,
  "worstMarginPinSlew_ns": 0.753,
  "cts_max_level": 2,
  "dr_total_vias": 3264,
  "worstSetupStartpointType": "input port",
  "dp_hpwl_um": 5720,
  "grt_pass1_vias": 2988,
  "maxCapViolCount": 0,
  "synthesis.area_mm2": 0.00427,
  "synth_cell_types": 58
}
stage by stage:
step	util, %	cell area [um^2]	hold slack, ns	total power, mW
after floorplan	-	4270	0.416	0.259
after global placement	55.4	4580	0.432	0.284
after detailed placement	55.4	4580	0.436	0.286
after CTS	56.5	4660	0.448	0.445
after global routing	56.5	4660	0.471	0.457
final	56.5	4660	0.447	0.436
final cells by class:
cell class / count / share of cell area, %
multi-input cells: 379 / 61.4
well taps: 105 / 2.82
flip-flops and latches: 52 / 26.6
inverters: 17 / 1.37
repair buffers: 29 / 5.96
clock buffers: 7 / 1.85
per-layer routing:
| layer | vias to the layer above | global-route usage (%) | wire length [um] |
|---|---|---|---|
| li1 | 1747 | - | - |
| met4 | 0 | 1.54 | 51 |
| met1 | 1475 | 27.3 | 3820 |
| met5 | - | 0 | 0 |
| met2 | 38 | 30.2 | 3400 |
| met3 | 4 | 1.47 | 221 |
Yosys cell counts, types with 7 or more instances:
library cell / n / area share [%]
edfxtp_1: 20 / 14
clkbuf_1: 12 / 1.1
ha_1: 58 / 17
xor2_1: 33 / 6.8
nand4_1: 17 / 2.5
and3_1: 7 / 1.0
dfxtp_1: 32 / 15
a21o_1: 9 / 1.6
nor3_1: 10 / 1.2
nand3_1: 18 / 2.1
a21oi_1: 46 / 5.4
o21ai_0: 11 / 1.3
inv_1: 17 / 1.5
nor2_1: 26 / 2.3
xnor2_1: 40 / 8.2
nand2_1: 24 / 2.1
kinds of logic after synthesis:
logic type | Yosys count | synth area share, %
flops | 52 | 29.1
xor+xnor | 73 | 15.0
buf+inv | 38 | 3.92
compound gates | 102 | 15.1
fa+ha+maj | 60 | 17.9
mux | 1 | 0.234
simple gates | 143 | 18.8
worst max-delay path, stage by stage:
cell and delay [ns]:
clkdlybuf4s50_1 0.44, ha_1 0.33, nand4_2 0.14, a211oi_2 0.21, a2111oi_0 0.10, or4_1 0.42, a2111oi_2 0.28, clkdlybuf4s50_1 0.51
state kept, by name (all words and copies together), names as in the netlist:
register  count
x_square     10
clk_move      1
y_square      9
i            32
placed cells by master (no fill, tap or decap), types with 3 or more instances in the layout:
cell type / instances
a211oi_1: 6
a21o_1: 9
a21oi_1: 46
a31oi_1: 4
and2_1: 3
and3_1: 7
and4_1: 3
buf_4: 5
clkbuf_8: 6
clkdlybuf4s50_1: 24
dfxtp_1: 32
edfxtp_1: 20
ha_1: 58
inv_1: 17
nand2_1: 24
nand2b_1: 4
nand3_1: 18
nand3b_1: 4
nand4_1: 17
nand4_2: 4
nor2_1: 26
nor2b_1: 6
nor3_1: 10
nor4_1: 6
o211ai_1: 4
o21ai_0: 11
or3_1: 3
xnor2_1: 40
xor2_1: 33
final timing paths:
kind,slack (ns),to,cells past startpoint,startpoint
worst max-delay path,1.35,isInSquare,8,y[8]
worst min-delay path,0.45,i[0],1,i[0]
worst max register to register,4.43,clk_move,5,i[5]
worst min register to register,0.45,i[0],1,i[0]
power breakdown:
part | total [mW] | internal [mW] | switching [mW]
logic | 0.0668 | 0.0363 | 0.0305
clock network | 0.155 | 0.0865 | 0.0688
registers | 0.214 | 0.214 | 0
total | 0.436 | 0.336 | 0.0993
Power and IR drop assume default switching activity.
